<file path="./config.mk">
export PLATFORM = sky130hd
export DESIGN_NAME = comparator
export DESIGN_NICKNAME = comparator
export VERILOG_FILES = /design/flow/design.v
export SDC_FILE = /design/flow/constraint.sdc
export NUM_CORES = 4
export LEC_CHECK = 1
export CORE_AREA = 10 10 70 70
export DIE_AREA = 0 0 80 80
</file>
<file path="./constraint.sdc">
current_design comparator

set clk_period 2.1
set clk_io_pct 0.2

create_clock -name clk0 -period $clk_period

set non_clock_inputs [all_inputs -no_clocks]
set_input_delay [expr $clk_period * $clk_io_pct] -clock clk0 $non_clock_inputs
set_output_delay [expr $clk_period * $clk_io_pct] -clock clk0 [all_outputs]
</file>
<file path="./design.v">
module comparator(
    input [3:0] A,
    input [3:0] B,
    output A_gt_B,
    output A_eq_B,
    output A_lt_B
);
    assign A_gt_B = (A[3] & ~B[3]) |
                    ((A[3] ~^ B[3]) & A[2] & ~B[2]) |
                    ((A[3] ~^ B[3]) & (A[2] ~^ B[2]) & A[1] & ~B[1]) |
                    ((A[3] ~^ B[3]) & (A[2] ~^ B[2]) & (A[1] ~^ B[1]) & A[0] & ~B[0]);
    assign A_eq_B = ~(A[3] ^ B[3]) & ~(A[2] ^ B[2]) & ~(A[1] ^ B[1]) & ~(A[0] ^ B[0]);
    assign A_lt_B = (~A[3] & B[3]) |
                    ((A[3] ~^ B[3]) & ~A[2] & B[2]) |
                    ((A[3] ~^ B[3]) & (A[2] ~^ B[2]) & ~A[1] & B[1]) |
                    ((A[3] ~^ B[3]) & (A[2] ~^ B[2]) & (A[1] ~^ B[1]) & ~A[0] & B[0]);
endmodule
</file>
<file path="./run.sh">
#!/bin/bash
# OpenROAD 26Q1-2900-gdf79404cd8, Yosys 0.63+post, stock flow scripts
make -C /OpenROAD-flow-scripts/flow DESIGN_CONFIG=/design/flow/config.mk WORK_HOME=/design/flow/orfs finish
</file>
==> flow_metrics.py <==
# Metrics from the implementation run
metrics = {
    "global_routing": {
        "grt_pass1_wl_um": 828,
        "grt_max_degree": 4,
        "overflow": 0,
        "grt_pass1_vias": 184,
        "grtUsageTotal": 0.0157,
        "antenna_found_initial": 0,
    },
    "run": {
        "warnings": 33,
        "max_cap_viol_count": 0,
    },
    "worst_setup_path": {
        "crit_fanout": 3,
        "critical_path_class": "input pin to output port",
        "cp-end-kind": "output port",
        "startpoint": "A[2]",
        "crit_path_end": "A_gt_B",
        "arrival_ns": 1.62,
        "worst_setup_path_start_kind": "input pin",
        "required_ns": 1.68,
    },
    "yosys": {
        "synth_area_per_cell_sq_um": 8.46,
        "yosysWarningCount": 0,
        "ys_seq_share": 0,
        "synthCells": 17,
        "syn_area_sq_um": 144,
        "synth_cell_types": 8,
        "synth_top_area_share": 0.174,
        "top_cells_by_count": "inv_1, nor2b_1, a221o_1, ha_1, maj3_2",
        "top_cells_by_area": "ha_1, nor2b_1, maj3_2",
        "ys_cells": 17,
        "yosysTopAreaCell": "ha_1",
        "ys_area_sq_um": 144,
    },
    "layout": {
        "syn_to_final_growth_pct": 163,
        "n_sequential_cell": 0,
        "fin_util": 0.111,
        "drive_gt1_frac": 0.500,
        "seqCellArea_sq_um": 0,
        "fin_area_sq_um": 379,
        "layout.cells.non_filler": 78,
        "n_clock_buffer": 0,
    },
    "timing": {
        "relSlewSlack": 0.838,
        "drv_slew": 0,
        "fin_crit_ns": 2.04,
        "holdWs_ns": 1.46,
        "post-route-period-util": 0.974,
        "hold_viol": 0,
        "rsz0062_at_grt": "false",
        "fmax_mhz": 489,
        "worst_slew_pin_slew_ns": 0.242,
        "setup_violations": 0,
    },
    "die": {
        "fp-row-count": 21,
        "die_height_um": 80,
        "die_area_sq_um": 6400,
        "core_sq_um": 3420,
        "initial_core_util": 0.0421,
        "die_w_um": 80,
        "ios": 11,
    },
    "worst_hold_path": {
        "hold_class": "input pin to output port",
    },
    "route": {
        "antenna_left": 0,
        "postRouteWirelength_um": 518,
        "vias": 176,
        "firstDrtPassIters": 2,
        "viasPerCell": 2.26,
        "wl_per_cell_um": 6.64,
        "drc_errors": 0,
        "drt-initial-drc-count": 7,
        "n_antenna_cell": 0,
    },
    "pwr": {
        "power.density_nw_per_um2": 161,
        "p_leak_nw": 0.159,
        "ir_worst_vdd_mv": 0.0376,
        "p_total_w": 0.0000609,
    },
    "place": {
        "placed_area_sq_um": 342,
        "dp_cells": 78,
        "gp_congestion": 0.670,
        "dp_hpwl_um": 486,
        "numPortBuffers": 11,
    },
    "cts": {
        "cts_setup_buffers": 0,
    },
    "status": {
        "status": "completed",
    },
}
## cells by family after synthesis
kind of cell,share of synthesized area
simple gates,0.365
fa+ha+maj,0.330
buf+inv,0.104
compound gates,0.139
xor+xnor,0.0609
## stage by stage
stage	setup TNS, ns	setup WS [ns]
after CTS	0	0.0611
after detailed placement	-1.56	-0.551
after global placement	-1.51	-0.525
after global routing	0	0.00498
final	0	0.0556
after floorplan	0	0.464
## per-layer routing
metal | wire length [um] | track usage
met2 | 157 | 0.0193
met1 | 234 | 0.0204
met3 | 125 | 0.0148
met4 | 0 | 0
met5 | 0 | 0
## how the worst min path moves through the flow
stage	slack, ns	cells past startpoint	to	start
CTS	1.47	4	A_lt_B	B[3]
global route	1.48	4	A_lt_B	B[3]
finish	1.46	4	A_lt_B	B[3]
## where the power goes
| group | switching (W) | total (W) | leakage, nW | internal [W] |
|---|---|---|---|---|
| logic | 0.0000212 | 0.0000609 | 0.159 | 0.0000397 |
| clock network | 0 | 0 | 0 | 0 |
| registers | 0 | 0 | 0 | 0 |
| total | 0.0000212 | 0.0000609 | 0.159 | 0.0000397 |
## layout by cell type (no fill, tap or decap), drive strengths merged
cell | netlist | layout
buf | 0 | 4
dlygate4sd2 | 0 | 3
clkdlybuf4s15 | 0 | 6
maj3 | 2 | 2
clkdlybuf4s50 | 0 | 2
ha | 2 | 2
nor3b | 1 | 1
inv | 4 | 4
nor2b | 4 | 4
nor4b | 1 | 1
a221o | 2 | 2
xor2 | 1 | 1
## critical path, cell delays in order
cell and delay, ns:
clkdlybuf4s15_1 0.21, buf_4 0.15, maj3_2 0.30, a221o_1 0.30, dlygate4sd2_1 0.25
## area by class of cell
type / instances / area [sq um]
Inverter: 4 / 15.0
Multi-Input combinational cell: 13 / 165
Fill cell: 405 / 3040
Tap cell: 46 / 57.6
Timing Repair Buffer: 15 / 141
## repair_timing
item	4_1_cts	5_1_grt
hold buffers	0	0
gates resized	26	0
setup endpoints to repair	3	0
Power and IR drop assume default switching activity.
