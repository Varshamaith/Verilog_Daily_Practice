`flow/config.mk`:
```
export PLATFORM = sky130hd
export DESIGN_NAME = parallel_multiplier
export DESIGN_NICKNAME = parallel_multiplier
export VERILOG_FILES = /design/flow/design.v
export SDC_FILE = /design/flow/constraint.sdc
export NUM_CORES = 4
export LEC_CHECK = 1
export CORE_AREA = 10 10 113 113
export DIE_AREA = 0 0 123 123
```
`flow/constraint.sdc`:
```
current_design parallel_multiplier

set clk_period 15.2
set clk_io_pct 0.2

create_clock -name clk0 -period $clk_period

set non_clock_inputs [all_inputs -no_clocks]
set_input_delay [expr $clk_period * $clk_io_pct] -clock clk0 $non_clock_inputs
set_output_delay [expr $clk_period * $clk_io_pct] -clock clk0 [all_outputs]
```
`flow/design.v`:
```
module CLA_8bit(
    input  [7:0] A,
    input  [7:0] B,
    input  cin,
    output [7:0] sum,
    output cout
);
    wire [7:0] P, G;
    wire [8:0] C;
    assign P = A ^ B;
    assign G = A & B;
    assign C[0] = cin;
    genvar i;
    generate
        for (i = 0; i < 8; i = i + 1) begin
            assign C[i+1] = G[i] | (P[i] & C[i]);
        end
    endgenerate
    assign sum = P ^ C[7:0];
    assign cout = C[8];
endmodule
module CLA_16bit(
    input  [15:0] A,
    input  [15:0] B,
    input  cin,
    output [15:0] sum,
    output cout
);
    wire [7:0] sum_low, sum_high;
    wire carry_low, carry_out;
    CLA_8bit cla_low(
        .A(A[7:0]), .B(B[7:0]), .cin(cin),
        .sum(sum_low), .cout(carry_low)
    );
    CLA_8bit cla_high(
        .A(A[15:8]), .B(B[15:8]), .cin(carry_low),
        .sum(sum_high), .cout(carry_out)
    );
    assign sum = {sum_high, sum_low};
    assign cout = carry_out;
endmodule
module parallel_multiplier(
    input  [7:0] a,
    input  [7:0] b,
    output [15:0] out
);
    wire [15:0] pp[7:0];
    wire [15:0] s1, s2, s3, s4, s5, s6, final_sum;
    wire c1, c2, c3, c4, c5, c6, cf;
    genvar i;
    generate
        for (i = 0; i < 8; i = i + 1) begin : gen_pp
            assign pp[i] = (a & {8{b[i]}}) << i;
        end
    endgenerate
    CLA_16bit add1(pp[0], pp[1], 1'b0, s1, c1);
    CLA_16bit add2(pp[2], pp[3], 1'b0, s2, c2);
    CLA_16bit add3(pp[4], pp[5], 1'b0, s3, c3);
    CLA_16bit add4(pp[6], pp[7], 1'b0, s4, c4);
    CLA_16bit add5(s1, s2, 1'b0, s5, c5);
    CLA_16bit add6(s3, s4, 1'b0, s6, c6);
    CLA_16bit add7(s5, s6, 1'b0, final_sum, cf);
    assign out = final_sum;
endmodule
```
`flow/run.sh`:
```
#!/bin/bash
# OpenROAD 26Q1-2900-gdf79404cd8, Yosys 0.63+post, stock flow scripts
make -C /OpenROAD-flow-scripts/flow DESIGN_CONFIG=/design/flow/config.mk WORK_HOME=/design/flow/orfs finish
```
==> run notes <==
Status on the layout run. Yosys reports that the leading cell type by area covers 59.4% of the netlist area. Core utilization before placement landed at around 15%. After synthesis, the cell types taking the most area are fa_1 (59%), ha_1 (12%), and2_1 (9.5%). STA classifies the critical path endpoint as a primary output.

Number of setup buffers added after CTS landed at 0. Summed standard-cell area reported by yosys landed at 1590 µm². Vias after detailed routing landed at 1,089. Of all nets on the critical path, the largest fanout is 8.

The layout has 1,121 filler cells. In this run the mean area of a mapped cell was a little under 10 µm². In this build the clock could be raised as far as 75.8 MHz. The number of antenna violations at the first check in global routing is 0. At the pin with the least slew margin, the transition time is 0.373 ns. The synthesized design spends more area on one cell type than any other, namely fa_1. Relative max-transition margin landed at 75.1%. Post-route setup TNS landed at 0 ns. Number of unique standard cell types used by synthesis landed at 8. The final report lists the setup-violating endpoint count as 0. The data arrival time reported for the critical path is 10.15 ns. After floorplanning, the die was sized to cover 15,100 µm².

Setup repair after global routing left no endpoint under its margin. Counting the warning lines in the Yosys log gives 1. Minimum hold slack landed at 7.22 ns.

Sequential cell count of the final layout landed at 0. In this run the count of I/O pins placed on the die edge is 32. The number of cells reported by Yosys stat comes to 164. Entering global routing, the biggest net connects 9 pins.

Data on the critical path is required at its endpoint by approximately 12 ns. After layout, the worst path uses 86.8% of the clock period. Counting instances in the post-synthesis netlist gives the leading cell types as fa_1 (47), nand2_1 (40), inv_1 (32), and2_1 (24), ha_1 (15). Final cell utilization of the core landed at 19.9%. Detail-routed via count per cell landed at between 3 and 4. Part of the total power dissipated in the clock network landed at 0%. Number of buffer cells added on primary ports landed at 32. From synthesis to final layout, the design area changed by 29.7%.

Summed over all layers, the global routing overflow is 0. The most critical min-delay path falls under input pin to primary output. Combinational logic burns 100.0% of the power. The script parses the final routing iteration and logs DRC violations as 0. Total power after layout landed at 167 µW.

Total track usage landed at 5.41%. According to the report, the first pass of detailed routing completed in 3 iterations. Count of max-cap constraint violations landed at 0. Fraction of layout cells with a size suffix above 1 landed at 0%. The most frequently used library cell after synthesis is fa_1. The internal power of the cells totals 101 µW. Static leakage landed at 0.889 nW. Per the log, the first TritonRoute iteration ended with a DRC count of 27. Proportion of power drawn by flip-flops and latches landed at 0%. Total tool warning count landed at 34.

Shortest period the worst path allows landed at 13.19 ns. At the end of routability-driven placement, the weighted congestion stood at around 0.76. Looking at the setup timing report, the critical path kind is input pin to primary output. Detailed placement ended at an HPWL of 3250 µm. In this run, post-CTS repair resized a total of 0 instances. Number of buffers added to fix hold violations after cts landed at 0. STA classifies the critical path startpoint as an input pin. Final hold violation count landed at 0. The run finished with clean final reports.

Wires add up to 3510 µm. Area taken by flip-flops and latches landed at 0 µm². First-pass GRT wire length landed at 6640 µm.

The number of global-route vias before repair is ~1,300. After floorplanning, the core was sized to cover 10,300 µm². Measured along the y axis, the die boundary spans around 120 µm. Switching power as a fraction of the total was reported as 39.1%. Pins over their slew limit in the final report were tallied at 0. In this run the core area contains 37 standard-cell rows.

Switching power total landed at 65.1 µW. Wire length per cell landed at 10.7 µm. Tally of nets with antenna violations remaining after routing landed at 0. Cell area power density landed at between 80 and 90 nW/µm². Before any placement, the netlist area is recorded as 1590 µm².

Die span in x landed at 123 µm. Synthesis handed over a netlist of 164 instances. Number of diodes landed at 0. Share of the yosys chip area belonging to registers landed at 0%. Clock buffer count landed at 0.

Largest vdd supply drop landed at 113 µV.
## worst max-delay path: stages
cell             delay, ns
clkdlybuf4s50_1       0.54
and2_1                0.23
ha_1                  0.20
fa_1                  0.35
inv_1                 0.07
fa_1                  0.40
inv_1                 0.09
fa_1                  0.16
inv_1                 0.04
fa_1                  0.37
fa_1                  0.39
fa_1                  0.39
fa_1                  0.49
inv_1                 0.05
fa_1                  0.43
fa_1                  0.39
fa_1                  0.39
fa_1                  0.38
fa_1                  0.37
ha_1                  0.19
a21o_1                0.15
ha_1                  0.19
ha_1                  0.20
xor2_1                0.14
clkdlybuf4s50_1       0.48
## final timing paths
kind | start | to | cells past startpoint
min | a[0] | out[0] | 3
max | b[0] | out[15] | 25
## final cells by class
type / count / area [µm²] / area share, %
Inverter: 32 / 120 / 5.84
Multi-Input combinational cell: 128 / 1450 / 70.3
Tap cell: 136 / 170 / 8.28
Timing Repair Buffer: 32 / 320 / 15.6
## per-stage QoR
step                setup WS, ns  cell area [µm²]  instances
detailed placement          1.90             2060        328
floorplan                   3.27             1590        164
finish                      2.01             2060        328
global placement            1.96             2060        328
CTS                         1.93             2060        328
global route                1.54             2060        328
## power groups by stage
stage	Clock (mW)	Combinational, mW	Sequential (mW)
after CTS	0	0.173	0
after global routing	0	0.200	0
final	0	0.167	0
## metal layers
metal	wire length [µm]	global-route usage, %	vias up
met3	472	2.78	0
li1	-	-	526
met2	1260	7.16	39
met5	0	0	-
met4	0	0	0
met1	1770	8.22	524
## cells by family (layout without fill, tap and decap cells)
family	count (synthesis)	count (layout)	share of synthesized area, %
compound gates	1	1	0.474
xor+xnor	1	1	0.553
fa+ha+maj	62	62	71.2
buf+inv	36	64	8.84
simple gates	64	64	18.9
## placed cells by master (no fill, tap or decap), drive strengths merged
cell            n
and2           24
inv            32
a21o            1
ha             15
xor2            1
nand2          40
clkdlybuf4s50  32
fa             47
Power is estimated from default activity; no workload was simulated.
