### flow/config.mk
export PLATFORM = sky130hd
export DESIGN_NAME = alu_8bit
export DESIGN_NICKNAME = alu_8bit
export VERILOG_FILES = /design/flow/design.v
export SDC_FILE = /design/flow/constraint.sdc
export NUM_CORES = 4
export LEC_CHECK = 1
export CORE_UTILIZATION = 50
### flow/constraint.sdc
current_design alu_8bit

set clk_period 26.7
set clk_io_pct 0.2

create_clock -name clk0 -period $clk_period

set non_clock_inputs [all_inputs -no_clocks]
set_input_delay [expr $clk_period * $clk_io_pct] -clock clk0 $non_clock_inputs
set_output_delay [expr $clk_period * $clk_io_pct] -clock clk0 [all_outputs]
### flow/design.v
module alu_8bit (
    input [7:0] A, B,
    input [3:0] ALU_Sel,
    output reg [7:0] ALU_Result
);
    always @(*) begin
        case (ALU_Sel)
            4'b0000: ALU_Result = A + B;
            4'b0001: ALU_Result = A - B;
            4'b0010: ALU_Result = A * B;
            4'b0011: ALU_Result = B != 0 ? A / B : 8'b0;
            4'b0100: ALU_Result = A << 1;
            4'b0101: ALU_Result = A >> 1;
            4'b0110: ALU_Result = {A[6:0], A[7]};  
            4'b0111: ALU_Result = {A[0], A[7:1]};  
            4'b1000: ALU_Result = A & B;
            4'b1001: ALU_Result = A | B;
            4'b1010: ALU_Result = A ^ B;
            4'b1011: ALU_Result = ~(A | B);  
            4'b1100: ALU_Result = ~(A & B);  
            4'b1101: ALU_Result = ~(A ^ B);  
            4'b1110: ALU_Result = (A > B) ? 8'b1 : 8'b0;
            4'b1111: ALU_Result = (A == B) ? 8'b1 : 8'b0;
            default: ALU_Result = 8'b0;
        endcase
    end
endmodule
### flow/run.sh
#!/bin/bash
# OpenROAD 26Q1-2900-gdf79404cd8, Yosys 0.63+post, stock flow scripts
make -C /OpenROAD-flow-scripts/flow DESIGN_CONFIG=/design/flow/config.mk WORK_HOME=/design/flow/orfs finish
==> run_results.csv <==
group,metric,value,unit
outcome,status,"complete, no violations",
critical_path,worst_setup_path_start_kind,"primary input",
placed_design,hpwl,10.1,mm
critical_path,crit_fanout,10,
pwr,powerDensity,27.2,nW/um^2
global_routing,grt_max_degree,36,
floorplanning,rows,32,
drt,antenna_cells,0,
drt,vias,4059,
placed_design,io_buffers,28,
timing,min_period,22360,ps
pwr,comb_power_share,1.000,
timing,clock.fmax,0.0447,GHz
synth,yosysSeqAreaShare,0,
drt,drtIter0Drc,205,
timing,tns,0,ps
pwr,switchingPower,66.0,uW
flow_run,cap_violations,0,
clocking,post_cts_buffers,0,
floorplanning,fp_util,0.521,
global_routing,antenna_found_initial,0,
timing,fin_ws,4340,ps
drt,wl,12.4,mm
critical_path,arrival,17020,ps
pwr,p_int,54.3,uW
drt,dr.pass1.iters,4,
timing,hold_viol,0,
synth,ys_sh_aoi,0.300,
synth,fa_ha_area_frac,0.314,
synth,yosys_warnings,1,
pwr,switching_share,0.548,
global_routing,grt.total_usage,0.316,
synth,avgSynthCellArea,7.34,sq um
global_routing,grt_pass1_vias,3900,
pwr,power_leakage,0.00204,uW
flow_run,warnings,53,
finish,nFillCells,773,
finish,clock_buffers,0,
worst_hold_path,hold_path.class,"in -> out",
floorplanning,design.core.area,7770,sq um
synth,topCellsByArea,"ha_1, fa_1, nor2_1",
synth,synthTopLogicFamily,"adder cells",
critical_path,crit_path_top_delay_cell,"clkdlybuf4s50_1",
global_routing,overflow,0,
synth,ys_area,4050,sq um
pwr,power_frac_clock,0,
finish,area_growth,9.28,%
critical_path,cp_common_cell,"o21a_1",
global_routing,grt_pass1_wl,20.6,mm
synth,netlist_instances,551,
floorplanning,io_pins,28,
timing,rsz0062_at_grt,"false",
critical_path,max_stage_delay,660,ps
timing,slew_violations,0,
finish,layout_top_cell,"ha_1",
global_routing,grt_use_met1,0.459,
synth,synthSimpleGateAreaFrac,0.179,
drt,drc,0,
critical_path,path_class,"in -> out",
floorplanning,die_w,92.0,um
drt,vias_per_cell,6.09,
finish,final_cell_mix,"ha_1, nor2_1, inv_1",
drt,wl_per_cell,18.7,um
placed_design,gp_congestion,0.945,
clocking,cts-hold-fix-buffers,0,
synth,top_area_cell,"ha_1",
global_routing,grt_use_met3,0.0321,
timing,worst_slew_pin_slew,909,ps
synth,ys_types,65,
pwr,seq_power_share,0,
finish,flops,0,
drt,ant_nets,0,
finish,drive_gt1_frac,0.0460,
clocking,cts_resized,0,
synth,top_cell_area_share,0.244,
finish,final_util,0.569,
floorplanning,chipArea,8460,sq um
pwr,finalPower,120,uW
critical_path,cp-end-kind,"primary output",
synth,netlist_area,4050,sq um
critical_path,worst_ep_required_time,21360,ps
finish,ff_latch_area,0,sq um
floorplanning,fp.dieH,92.0,um
timing,finalCritPeriodShare,0.838,
synth,synthXorXnorAreaFrac,0.0804,
synth,yosys_cells,551,
global_routing,grt_util_met2,0.519,
pwr,ir_worst_vdd,17.6,uV
timing,setup_viol,0,
synth,mux_area_frac,0.0569,
global_routing,busiest_layer,"met2",
placed_design,dpl_worst_slack,4430,ps
timing,slew_headroom,0.389,
## power by group through the flow
stage         registers [uW]  logic (uW)  clock network [uW]
CTS                        0         120                   0
global route               0         135                   0
finish                     0         120                   0
## per-layer routing
layer,share of wire,wire [um],up-vias
li1,-,-,2048
met1,0.47,5890,1882
met2,0.46,5710,115
met3,0.050,617,14
met4,0.018,224,0
met5,0,0,-
## synth_stat cells, types with 2 or more instances
cell type / instances
a22oi_1: 4
nor2_1: 56
nand2_1: 40
nor4_1: 5
o22ai_1: 9
o211ai_1: 4
o32ai_1: 2
a21oi_1: 38
o21ai_0: 23
a211oi_1: 9
o2bb2ai_1: 2
o211a_1: 2
fa_1: 14
a21boi_0: 3
or2_2: 3
nand3_1: 4
nand4_1: 2
nor3b_1: 5
mux2i_1: 14
mux2_2: 8
a21o_1: 13
and2_1: 2
nor2b_1: 3
xor2_1: 10
o21a_1: 14
a221oi_1: 3
nand2b_1: 5
clkbuf_1: 17
buf_2: 2
o21bai_1: 8
a211oi_2: 2
or3_1: 6
xnor2_1: 22
a32oi_1: 2
nor3_1: 19
a21boi_1: 2
xnor3_1: 2
a2111oi_0: 3
a2bb2oi_1: 5
o221ai_1: 5
inv_1: 54
ha_1: 79
a31oi_1: 4
## stage by stage
stage	hold WS, ps	cell area (sq um)	std cells
after detailed placement	12060	4420	667
after CTS	12060	4420	667
after global placement	12050	4420	667
final	12060	4420	667
after floorplan	10810	4050	551
after global routing	12110	4420	667
## final cells by class
| type | instances | area (sq um) | share of cell area |
|---|---|---|---|
| Inverter | 55 | 206 | 0.0467 |
| Tap cell | 102 | 128 | 0.0289 |
| Multi-Input combinational cell | 476 | 3760 | 0.851 |
| Timing Repair Buffer | 34 | 325 | 0.0736 |
## final timing paths
kind / from / to / cells after the start
worst max-delay path: B[7] / ALU_Result[0] / 49
worst min-delay path: ALU_Sel[0] / ALU_Result[6] / 6
## critical path, delay by kind of cell
kind	cells	cell delay (ps)
AOI/OAI and AO/OA	29	5620
and+or+nand+nor	9	2480
adders and majority gates	7	2060
buffers and inverters	2	1060
muxes	2	450
## logic make-up after synthesis
kind of cell             Yosys count
AND-OR/OR-AND                    173
AND/OR/NAND/NOR                  154
adder cells (fa/ha/maj)           93
buffers and inverters             75
XOR/XNOR                          34
multiplexers                      22
Power and IR drop assume default switching activity.
